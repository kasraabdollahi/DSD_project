==> flow/design.v <==
module fp_sqrt(reset, clk, i_sign, i_exp, i_frac, ready, o_sign, o_exp, o_frac);
    parameter WIDTH = 64;
    parameter EXP_WIDTH = 11;
    parameter FRAC_WIDTH = 52;
    parameter BIAS = 1023;
    parameter CYCLES = 28;
input reset;
input clk;
input i_sign;
input wire unsigned [EXP_WIDTH-1: 0] i_exp;
input wire unsigned [FRAC_WIDTH-1: 0] i_frac;
output reg ready = 1'b0;
output reg o_sign;
output reg unsigned [EXP_WIDTH-1: 0] o_exp;
output reg unsigned [FRAC_WIDTH-1: 0] o_frac;
reg unsigned [WIDTH-1: 0] temp_frac;
wire unsigned [WIDTH-1: 0] temp_frac2;
reg stall = 1'b1;
wire signed [WIDTH-1: 0] remainder;
wire r;
parameter s_IDLE = 2'b00;
parameter s_INIT = 2'b01;
parameter s_CALC = 2'b10;
reg[1:0] state;
defparam rooter.CYCLES = CYCLES;
defparam rooter.WIDTH = WIDTH;
integer_sqrt rooter(stall, clk, temp_frac, temp_frac2, remainder, r);
always @(posedge clk) begin
    if(reset == 1'b1) begin
        state = s_IDLE;
        ready = 1'b0;
        o_sign = 1'b0;
        o_exp = 0;
        o_frac = 0;
        stall = 1;
    end
    case(state)
        s_IDLE: begin
            if(ready == 1)begin
                state = s_IDLE;
            end
            else begin
                state = s_INIT;
            end
        end
        s_INIT: begin
            o_sign = i_sign;
            o_exp[EXP_WIDTH-1: 0] = (i_exp >> 1) + (BIAS >> 1) + i_exp[0];
            if(i_exp[0] == 1'b0) begin
                    temp_frac[4:0] = 0;
                    temp_frac[56:5] = i_frac[51:0];
                    temp_frac[57] = 1;
                    temp_frac[63:58] = 0;
            end
            else begin
                    temp_frac[3:0] = 0;
                    temp_frac[55:4] = i_frac[51:0];
                    temp_frac[56] = 1;
                    temp_frac[63:57] = 0;
            end
            stall = 0;                                           
            state = s_CALC;
        end
        s_CALC: begin
            if(r == 1'b1) begin
                ready = 1'b1;
                    o_frac[23:0] = 0;
                    o_frac[63:24] = temp_frac2[39:0];
                state = s_IDLE;
            end 
        end
    endcase
end
endmodule
module integer_sqrt #(parameter WIDTH = 32, parameter CYCLES = 14)(stall, clk, data_in, quotient, remainder, ready);
    output reg signed [WIDTH-1: 0] quotient = 0;
    output reg signed [WIDTH-1: 0] remainder = 0;
    output reg ready = 0;
    input wire unsigned [WIDTH-1: 0] data_in;
    input clk;
    input stall;
    parameter s_IDLE = 1'b0;
    parameter s_CALC = 1'b1;
    reg unsigned [6:0] c = CYCLES;
    reg state = s_IDLE;
    always @(posedge clk) begin
        if(stall == 1)begin
            state = s_IDLE;
            quotient = 0;
            remainder = 0;
            ready = 0;
            c = CYCLES;
        end 
        case(state)
            s_IDLE:
                begin
                    if(ready == 1) begin
                        state = s_IDLE;
                    end
                    else begin
                        state = s_CALC;
                    end
                end
            s_CALC:
                begin
                    if (remainder >= 0) begin                                                        
                        remainder = (remainder << 2) | ((data_in >> (c << 1)) & 3);
                        remainder = remainder - ((quotient << 2) | 1);
                    end
                    else begin
                        remainder = (remainder << 2) | ((data_in >> (c + 1)) & 3);
                        remainder = remainder + ((quotient << 2) | 3);
                    end
                    if (remainder >= 0) begin                                                        
                        quotient = ((quotient << 1) | 1);
                    end
                    else begin
                        quotient = (quotient << 1);
                    end
                    if (remainder < 0) begin                                                        
                        remainder = remainder + ((quotient << 1) | 1);
                    end
                    if (c == 0) begin
                        ready = 1;
                        state = s_IDLE;
                    end
                    c = c - 1;
                end
        endcase
    end
endmodule
==> flow/run.sh <==
#!/bin/bash
# OpenROAD 26Q1-2900-gdf79404cd8, Yosys 0.63+post, stock flow scripts
make -C /OpenROAD-flow-scripts/flow DESIGN_CONFIG=/design/flow/config.mk WORK_HOME=/design/flow/orfs finish
==> flow/config.mk <==
export PLATFORM = sky130hd
export DESIGN_NAME = fp_sqrt
export DESIGN_NICKNAME = fp_sqrt
export VERILOG_FILES = /design/flow/design.v
export SDC_FILE = /design/flow/constraint.sdc
export NUM_CORES = 4
export LEC_CHECK = 1
export CORE_UTILIZATION = 40
==> flow/constraint.sdc <==
current_design fp_sqrt

set clk_period 28.4
set clk_io_pct 0.2

create_clock -name clk0 -period $clk_period [get_ports {clk}]

set non_clock_inputs [all_inputs -no_clocks]
set_input_delay [expr $clk_period * $clk_io_pct] -clock clk0 $non_clock_inputs
set_output_delay [expr $clk_period * $clk_io_pct] -clock clk0 [all_outputs]
==> impl_metrics.csv <==
group,metric,value,unit
die,chipArea,60400,sq um
timing,hold_violations,0,
cts,cts_made_buffers,35,
worst_setup_path,worst_setup_path_end_kind,"flop",
logic_synthesis,syn_inst,3086,
finish,areaGrowthSynthToFinish,12.5,%
finish,drive_gt1_share,6.64,%
worst_setup_path,crit_cells,28,
cts,path_clk_slew,0.06,ns
timing,setup_viol,0,
grt,grt_pass1_vias,21800,
timing,slew_headroom,38.6,%
die,coreArea,58900,sq um
routing,drtPass1Iterations,6,
logic_synthesis,yosysUniqueCellTypes,100,
cts,cts_root_buffer,"clkbuf_16",
timing,fin_tns_setup,0,ns
run,tool_warnings,86,
logic_synthesis,yosys.area_share.simple,21.6,%
cts,clockBufferDepth,3,
logic_synthesis,numSynthFlops,256,
cts,post_cts_buffers,0,
worst_setup_path,crit_arrival,9.08,ns
placement,place_congestion,1.03,
worst_setup_path,cp.required,28.86,ns
routing,dr.first_iter.drc_count,1795,
routing,routedWlPerCell,21.7,microns
die,die_h,246,microns
timing,slew_viol_final,0,
logic_synthesis,top_cell,"nand2_1",
logic_synthesis,yosys_warnings,6,
worst_setup_path,worst-path-buf-inv,4,
worst_setup_path,r2r_cells,28,
outcome,status,"finished clean",
routing,remaining_drc_errors,0,
power,leakagePower,11.7,nW
routing,diodes,0,
timing,max_freq,0.116,GHz
logic_synthesis,synthesis.area,23800,sq um
cts,clkSinkCount,256,
cts,cts.repair.resized,0,
cts,insertion_delay,0.57,ns
finish,fillCellCount,5832,
timing,tightest_slew,0.921,ns
timing,grt_setup_unrepaired,"no",
timing,fin_crit_sh,30.4,%
logic_synthesis,ys_seq_share,24.3,%
worst_setup_path,worst_path_max_delay_cell,"dfxtp_4",
worst_hold_path,hold_path_class,"reg -> reg",
logic_synthesis,ys_sh_adder,9.97,%
grt,track_usage,28.6,%
grt,antenna_found_initial,1,
run,cap_violations,0,
logic_synthesis,top_logic_kind,"AND-OR/OR-AND gates",
timing,worst_slack,19.77,ns
logic_synthesis,aoi_share,27.1,%
die,io-pin-count,131,
worst_setup_path,crit_top_cell,"a21oi_1",
power,ir_worst_vdd,0.0613,mV
grt,grt_max_degree,82,
worst_setup_path,crit_path_max_fanout,50,
logic_synthesis,synth_top_area_share,16.0,%
cts,cts_hold_buffers,0,
grt,grt-ovfl-total,0,
die,die_w,246,microns
worst_setup_path,critPathMaxStageDelay,0.61,ns
logic_synthesis,avgSynthCellArea,7.71,sq um
logic_synthesis,ys_area,23800,sq um
logic_synthesis,synth_top_cell_by_area,"dfxtp_1",
logic_synthesis,ys_top_cells_by_count,"nand2_1, a21oi_1, nor2_1, o21ai_0, dfxtp_1",
timing,period_needed,8.63,ns
cts,htreeDepth,2,
placement,preCtsSetupSlack,19.95,ns
placement,dp_hpwl,66.6,mm
finish,seqCellArea,5800,sq um
routing,vias,22900,
logic_synthesis,synth-xor-area-share,4.75,%
logic_synthesis,topCellsByArea,"dfxtp_1, ha_1, edfxtp_1",
routing,viasPerCell,5.87,
die,fp_util,40.4,%
power,power_density,89.6,nW/um^2
worst_setup_path,cp-start-kind,"flop",
finish,combGateArea,16600,sq um
timing,hold_ws,0.454,ns
grt,grt_pass1_wl,130,mm
logic_synthesis,mux_share,6.18,%
logic_synthesis,synthFlopType,"dfxtp_1",
timing,clock_skew,0.0297,ns
worst_hold_path,whs_path_depth,2,
logic_synthesis,async_reset_ff_share,0,%
routing,ant_nets,0,
logic_synthesis,ys_cells,3086,
cts,cts_tree,"yes",
die,rows,89,
power,power,2.40,mW
worst_setup_path,path_class,"reg -> reg",
finish,final_util,45.4,%
routing,wl,84.7,mm
worst_setup_path,cp_top_family,"AND-OR/OR-AND gates",
logic_synthesis,edf_count,66,
placement,port_buffers,130,
[metrics by stage]
step	cell area, sq um	instances
5_1_grt	26800	3904
2_1_floorplan	23800	3086
6_report	26800	3904
4_1_cts	26800	3904
3_3_place_gp	25500	3842
3_5_place_dp	25500	3842
[layout make-up]
type,instances,share of cell area [%]
Multi-Input combinational cell,2479,61.9
Timing Repair Buffer,168,5.91
Tap cell,773,3.61
Inverter,166,2.33
Clock inverter,21,1.03
Sequential cell,256,21.7
Clock buffer,41,3.55
[placed cells by master (no fill, tap or decap), drive strengths merged, types with 37 or more instances in the layout]
master	count
nor2	246
nor3	52
nor4	39
xnor2	98
o21ai	244
nand2	293
nand2b	89
mux2i	71
clkbuf	41
o21bai	47
a211oi	55
nor2b	98
clkdlybuf4s50	129
inv	168
o31ai	37
ha	188
nand4	40
a21o	86
a21oi	268
dfxtp	190
buf	39
and2	46
nand3	57
edfxtp	66
mux2	57
[metal layers]
layer	vias up	wire (microns)	global-route usage, %
met5	-	13	0
met4	2	2710	7.84
met3	118	5940	5.77
met2	704	37000	42.7
met1	10900	39000	42.4
li1	11200	-	-
[power breakdown]
| part | switching, mW | internal [mW] | leakage, nW | total [mW] |
|---|---|---|---|---|
| clock network | 0.188 | 0.281 | 0.595 | 0.468 |
| registers | 0.0226 | 0.415 | 2.17 | 0.437 |
| logic | 0.923 | 0.568 | 8.92 | 1.49 |
[registers in the layout, summed over array words and instances, names as in the netlist]
signal	cells
rooter.c	7
o_exp	11
o_sign	1
rooter.quotient	62
rooter.state	1
rooter.ready	1
ready	1
rooter.remainder	63
o_frac	52
rooter.data_in	54
stall	1
state	2
[cell families after synthesis]
group | Yosys count
and+or+nand+nor | 1038
AOI/OAI and AO/OA | 990
buffers and inverters | 351
muxes | 133
adders and majority gates | 189
xor gates and xnor gates | 129
DFF | 256
[path summary, 6_finish.rpt]
path / startpoint / endpoint / slack, ns
hold reg to reg: rooter.quotient[22] / o_frac[46] / 0.45
hold / removal: rooter.quotient[22] / o_frac[46] / 0.45
setup reg to reg: stall / rooter.remainder[58] / 19.77
setup / recovery: stall / rooter.remainder[58] / 19.77
[worst min-delay path, cell delays in order (launching register included)]
cell and delay [ns]:
dfxtp_1 0.32, nand2_1 0.05, o21ai_0 0.05
Power figures rest on the tool's default switching activity, not on a simulated workload.
